==> flow/design.v <==
module mux_PCSrc (
    input  wire [2:0]  PCSource,
    input  wire [31:0] ALU_Result,
    input  wire [31:0] ALUOut,
    input  wire [31:0] Shift_28,
    input  wire [31:0] EPC_Out,
    input  wire [31:0] Sign_8_32,
    output wire [31:0] PCSource_Out
);
    wire [31:0] aux1;
    wire [31:0] aux2;
    wire [31:0] aux3;
    assign aux1 = (PCSource[0]) ? ALUOut : ALU_Result;
    assign aux2 = (PCSource[0]) ? EPC_Out : Shift_28;
    assign aux3 = (PCSource[1]) ? aux2 : aux1;
    assign PCSource_Out = (PCSource[2]) ? Sign_8_32 : aux3;
endmodule
==> flow/run.sh <==
#!/bin/bash
# OpenROAD 26Q1-2900-gdf79404cd8, Yosys 0.63+post, stock flow scripts
make -C /OpenROAD-flow-scripts/flow DESIGN_CONFIG=/design/flow/config.mk WORK_HOME=/design/flow/orfs finish
==> flow/config.mk <==
export PLATFORM = sky130hd
export DESIGN_NAME = mux_PCSrc
export DESIGN_NICKNAME = mux_PCSrc
export VERILOG_FILES = /design/flow/design.v
export SDC_FILE = /design/flow/constraint.sdc
export NUM_CORES = 4
export LEC_CHECK = 1
export CORE_AREA = 10 10 101 101
export DIE_AREA = 0 0 111 111
==> flow/constraint.sdc <==
current_design mux_PCSrc

set clk_period 1.5
set clk_io_pct 0.2

create_clock -name clk0 -period $clk_period

set non_clock_inputs [all_inputs -no_clocks]
set_input_delay [expr $clk_period * $clk_io_pct] -clock clk0 $non_clock_inputs
set_output_delay [expr $clk_period * $clk_io_pct] -clock clk0 [all_outputs]
==> out/qor.json <==
{
  "part_of_the_total_power_dissipated_in_sequential_elements_pct": 0,
  "pin_count": 195,
  "switchingPower_mw": 0.415,
  "n_clock_buffer": 0,
  "starting_density_pct": 17.4,
  "synth_chip_area_um2": 1420,
  "launch_point_of_the_worst_hold_path": "Sign_8_32[0]",
  "groute.layer.met2.usage_pct": 24.9,
  "design.seq.count": 0,
  "failed_checks": "setup timing",
  "fin_setup_tns_ns": -0.0852,
  "log.warning_count": 34,
  "syn_area_per_cell_um2": 7.75,
  "timing.critical_path.required_ns": 1.20,
  "finalWorstPathRequiredPeriod_ns": 1.53,
  "insertedDiodeCount": 0,
  "route.detailed.vias_per_inst": 4.54,
  "maxSlewViolCount": 0,
  "crit_path_start_kind": "primary input",
  "ys_types": 14,
  "route.vias.total": 2277,
  "drcViolationCount": 0,
  "mappedNetlistArea_um2": 1420,
  "grt_max_degree": 16,
  "rsz_0062_raised_after_global_routing": "yes",
  "postRouteWirelength_mm": 9.50,
  "area.sequential_um2": 0,
  "detail_route.first_pass.iterations": 7,
  "globalRouteMet1Util_pct": 17.3,
  "place.port_buffers": 195,
  "synth.logic.top_family": "AND-OR/OR-AND gates",
  "post_route_cells_drive_above_1_share_pct": 44.4,
  "overflow": 0,
  "leakagePower_nw": 2.56,
  "hold-worst-slack_ns": 0.943,
  "final_util_pct": 55.8,
  "grt_first_pass_wirelength_mm": 14.2,
  "finalInstanceArea_um2": 4540,
  "detailedRoute.firstIterationViolations": 84,
  "area.growth.synth_to_final_pct": 220,
  "critPathLaunch": "PCSource[2]",
  "netlist_instances": 183,
  "hold_buffers": 0,
  "seq_area_frac_synth_pct": 0,
  "synth.cellmix.adderShare_pct": 0,
  "fp.dieArea_um2": 12300,
  "aoi_share_pct": 42.5,
  "timing_hold_violations_final": 0,
  "ys_cells": 183,
  "switching_share_pct": 36.0,
  "top_usage_layer": "met2",
  "pwr-share-clk_pct": 0,
  "comb_power_share_pct": 100.0,
  "fillCellCount": 666,
  "num_rows": 33,
  "share_of_synthesized_area_spent_on_multiplexers_pct": 22.6,
  "hold_path.class": "primary input to primary output",
  "grt_antenna_before_repair": 0,
  "core_area_um2": 8130,
  "ant_nets": 0,
  "dpl_cell_area_um2": 3600,
  "floorplan.die.width_um": 111,
  "worstSetupEndpointType": "primary output",
  "p_per_area_nw_per_um2": 254,
  "place.detailed.hpwl_mm": 7.20,
  "period_used_pct": 102,
  "gr-usage-met3_pct": 2.85,
  "crit_path_max_fanout": 7,
  "fin_ws_ns": -0.0327,
  "timing.setup.critical_path_class": "primary input to primary output",
  "critPathArrivalTime_ns": 1.23,
  "synth.yosys.warnings": 0,
  "post_detailed_route_wirelength_per_cell_um": 19.0,
  "report.final.setup_viol": 4,
  "overall_global_routing_resource_usage_pct": 13.8,
  "synth_simple_gate_area_share_pct": 15.4,
  "status": "finished with violations",
  "cap_viol_max_count": 0,
  "area.combinational_um2": 1750,
  "die_y_um": 111,
  "timing.fmax_ghz": 0.652,
  "number_of_global_route_vias_before_repair": 2455,
  "internal_power_mw": 0.736,
  "post_synth_xor_area_fraction_pct": 0,
  "finalWeightedCongestion": 0.873,
  "relSlewSlack_pct": 83.0,
  "irDropWorstVdd_v": 0.000106,
  "tightest_slew_ns": 0.254,
  "power.total_mw": 1.15
}
timing repair:
action	4_1_cts	5_1_grt
endpoints found under the setup margin	32	31
pin swaps	47	35
cloned	5	2
resized	246	135
buffers inserted	12	4
path summary, 6_finish.rpt:
| path | to | cells after the start |
|---|---|---|
| setup / recovery | PCSource_Out[2] | 7 |
| hold / removal | PCSource_Out[0] | 4 |
per-stage QoR:
stage          std cells  worst slack (ns)
2_1_floorplan        183             0.173
3_3_place_gp         483            -0.779
3_5_place_dp         483            -0.788
4_1_cts              499            -0.115
5_1_grt              501           -0.0698
6_report             501           -0.0327
layout make-up:
cell class	count	share of cell area (%)
Inverter	32	2.65
Multi-Input combinational cell	131	38.6
Tap cell	105	2.90
Timing Repair Buffer	233	55.9
routing by layer:
metal	vias to the layer above	wire, um
li1	1115	-
met1	1071	4030
met2	91	4940
met3	0	522
met4	0	0
met5	-	0
synthesized netlist by cell type:
master / instances / share of area (%)
sky130_fd_sc_hd__buf_2: 8 / 2.8
sky130_fd_sc_hd__inv_1: 32 / 8.5
sky130_fd_sc_hd__a211oi_1: 32 / 17
sky130_fd_sc_hd__nand2b_4: 1 / 0.97
sky130_fd_sc_hd__mux2i_1: 32 / 23
sky130_fd_sc_hd__nor2b_1: 32 / 14
sky130_fd_sc_hd__a221oi_1: 19 / 12
sky130_fd_sc_hd__buf_4: 4 / 2.1
sky130_fd_sc_hd__clkbuf_1: 2 / 0.53
sky130_fd_sc_hd__nor2_1: 1 / 0.26
sky130_fd_sc_hd__buf_12: 1 / 1.4
sky130_fd_sc_hd__a221oi_2: 13 / 14
sky130_fd_sc_hd__buf_1: 1 / 0.26
sky130_fd_sc_hd__buf_6: 5 / 4.0
worst max-delay path, stage by stage:
cell and delay [ns]:
sky130_fd_sc_hd__buf_8 0.10, sky130_fd_sc_hd__nand2b_4 0.16, sky130_fd_sc_hd__buf_6 0.13, sky130_fd_sc_hd__buf_12 0.14
sky130_fd_sc_hd__a211oi_4 0.22, sky130_fd_sc_hd__a221oi_2 0.05, sky130_fd_sc_hd__buf_2 0.12
cell usage in the layout (no fill, tap or decap):
cell type and count:
sky130_fd_sc_hd__buf_2 32, sky130_fd_sc_hd__inv_2 2, sky130_fd_sc_hd__nand2b_4 1, sky130_fd_sc_hd__nor2_4 1, sky130_fd_sc_hd__nor2b_4 27, sky130_fd_sc_hd__nor2b_1 1, sky130_fd_sc_hd__buf_4 12, sky130_fd_sc_hd__inv_1 30
sky130_fd_sc_hd__mux2i_1 29, sky130_fd_sc_hd__a211oi_2 20, sky130_fd_sc_hd__nor2b_2 4, sky130_fd_sc_hd__dlymetal6s2s_1 76, sky130_fd_sc_hd__mux2i_2 3, sky130_fd_sc_hd__a211oi_4 12, sky130_fd_sc_hd__clkbuf_16 2, sky130_fd_sc_hd__a221oi_2 32
sky130_fd_sc_hd__buf_16 6, sky130_fd_sc_hd__clkdlybuf4s50_1 45, sky130_fd_sc_hd__dlygate4sd2_1 39, sky130_fd_sc_hd__buf_8 3, sky130_fd_sc_hd__buf_6 9, sky130_fd_sc_hd__buf_12 9, sky130_fd_sc_hd__nand2b_2 1
power by group through the flow:
stage / Sequential (mW) / Clock, mW / Combinational (mW)
CTS: 0 / 0 / 1.08
global route: 0 / 0 / 1.23
finish: 0 / 0 / 1.15
logic make-up (layout without fill, tap and decap cells):
group / count (synthesis) / count (layout)
buffers and inverters: 53 / 265
multiplexers: 32 / 32
AND-OR/OR-AND: 64 / 64
AND/OR/NAND/NOR: 34 / 35
Power is estimated from default activity; no workload was simulated.
