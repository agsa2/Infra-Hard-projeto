--- run.sh ---
#!/bin/bash
# OpenROAD 26Q1-2900-gdf79404cd8, Yosys 0.63+post, stock flow scripts
make -C /OpenROAD-flow-scripts/flow DESIGN_CONFIG=/design/flow/config.mk WORK_HOME=/design/flow/orfs finish
--- config.mk ---
export PLATFORM = sky130hd
export DESIGN_NAME = mux_MemToReg
export DESIGN_NICKNAME = mux_MemToReg
export VERILOG_FILES = /design/flow/design.v
export SDC_FILE = /design/flow/constraint.sdc
export NUM_CORES = 4
export LEC_CHECK = 1
export CORE_AREA = 10 10 144 144
export DIE_AREA = 0 0 154 154
--- constraint.sdc ---
current_design mux_MemToReg

set clk_period 2.5
set clk_io_pct 0.2

create_clock -name clk0 -period $clk_period

set non_clock_inputs [all_inputs -no_clocks]
set_input_delay [expr $clk_period * $clk_io_pct] -clock clk0 $non_clock_inputs
set_output_delay [expr $clk_period * $clk_io_pct] -clock clk0 [all_outputs]
--- design.v ---
module mux_MemToReg (
    input  wire [3:0]  MemToReg,
    input  wire [31:0] ALUOut,
    input  wire [31:0] LSControl_Out,
    input  wire [31:0] Imm_SL16,
    input  wire [31:0] HI_Out,
    input  wire [31:0] LO_Out,
    input  wire [31:0] Imm_SignExt,
    input  wire [31:0] ShiftReg_Out,
    input  wire [31:0] B_Out,
    input  wire [31:0] A_Out,
    input  wire [31:0] LT_extended,
    output wire [31:0] MemToReg_Out
);
    wire [31:0] w1xxx;
    wire [31:0] w0xxx;
    wire [31:0] w100x;
    wire [31:0] w01xx;
    wire [31:0] w00xx;
    wire [31:0] w011x;
    wire [31:0] w010x;
    wire [31:0] w001x;
    wire [31:0] w000x;
    assign w000x = (MemToReg[0]) ? LSControl_Out : ALUOut;
    assign w001x = (MemToReg[0]) ? HI_Out : Imm_SL16;
    assign w00xx = (MemToReg[1]) ? w001x : w000x;
    assign w010x = (MemToReg[0]) ? 32'b00000000000000000000000011100011 : LO_Out;
    assign w011x = (MemToReg[0]) ? ShiftReg_Out : Imm_SignExt;
    assign w01xx = (MemToReg[1]) ? w011x : w010x;
    assign w0xxx = (MemToReg[2]) ? w01xx : w00xx;
    assign w100x = (MemToReg[0]) ? A_Out : B_Out;
    assign w1xxx = (MemToReg[1]) ? LT_extended : w100x;
    assign MemToReg_Out = (MemToReg[3]) ? w1xxx : w0xxx;
endmodule
==> deck_impl_summary.md <==
Run Summary

Outcome
  • Status: finished clean

Placed design
  • Placed cell count: 981
  • DPL Wire Length: 17000 µm
  • Port-buffer cells: approximately 360
  • RePlAce Congestion: a little under 0.9

Yosys
  • Simple-Gate Area Share: 19.5%
  • Xor/xnor share: 0%
  • Mux area share: between 30% and 40%
  • Synthesized area: 2900 µm²
  • Comb area leader: multiplexers
  • Synth warn: 0
  • Chip Area, Yosys: 2900 µm²
  • Adder Share, Synth: 0%
  • Cell count after synthesis: 394
  • Mean Syn Cell Area: 7.35 µm²
  • Number of cells in Yosys stat: 394
  • Synth Seq Share: 0%
  • Synth Area in Compound Gates: around a third
  • Synth cell types: 19

Pwr
  • Power Density: ~160 nW/µm²
  • Clock Power Share: 0%
  • PnR Total Power: between 1 and 1.5 mW
  • Switch share: 31.2%
  • Net Switching: 0.382 mW
  • P_leak: ~3.2 nW
  • Internal power: 0.841 mW
  • Reg power frac: 0%
  • Peak VDD IR: around 0.094 mV
  • Gate power share: about 100%

Route
  • Post-Route WL: around 20000 µm
  • TritonRoute pass-1 iters: 4
  • Number of vias per cell: approximately 4.5
  • Residual DRC: 0
  • Vias post-DR: 4470
  • N_diodes: 0
  • Post-route ant nets: 0
  • Post-DR wirelength/cell: 20.1 µm
  • DR iter-0 viols: 191

Finish
  • Finished Layout Cells: 990
  • Flops: 0
  • Fillers: around 1700
  • Sequential cell area: 0 µm²
  • CLK BUF: 0
  • Share of layout cells above drive strength 1: 14.4%
  • Area grow syn2layout: 157%

Floorplanning
  • Die Width: roughly 150 µm
  • Chip area: about 24000 µm²
  • Chip height: between 150 and 200 µm
  • Core Box Area: roughly 17000 µm²
  • Rows: approximately 48
  • IO Count: 356
  • FP Core Util: between 10% and 20%

Timing
  • Fin Setup TNS: 0 ps
  • Final setup fails: 0
  • Hold slack final: around 1600 ps
  • Tmin final: approximately 2400 ps
  • Final hold vios: 0
  • Worst-Margin Slew: 351 ps
  • Max-Slew Margin vs Limit: between 70 and 80%
  • Max Slew Vio Count: 0
  • Final clock period utilization by the worst path: a little over nine tenths
  • Fmax: ~0.4 GHz

Flow run
  • Count of tool warnings: 33
  • Max cap viols: 0

Setup path
  • Critical Path Start Type: input port
  • Critical Path AT: 1950 ps
  • CP Buf/Inv Count: 2
  • Crit path top cell by count: clkdlybuf4s50_1
  • CP Capture Type: output pin
  • Crit path max-delay family: buffers and inverters
  • Crit path kind: in2out
  • Crit path largest cell delay: ~470 ps
  • Required @ worst endpoint: about 2000 ps
  • Max FO, Critical Path: 1
  • CP cell instances: clkdlybuf4s50_1 > mux2i_1 > a221oi_2 > a32o_2 > clkdlybuf4s50_1
  • CP max-delay cell: clkdlybuf4s50_1

Global route
  • Vias in the first global route: 4627
  • GR peak layer: met2
  • Met1 GRT Util: about 18%
  • All-Layer GR Usage: approximately 15%
  • Met2 usage: approximately 27%
  • Met3 usage in global routing: between 3 and 4%
  • Largest net degree at the start of global routing: 42
  • Gr ovfl total: 0
  • Initial antenna violation count: 0
  • First-pass GRT wire length: approximately 28000 µm

Min path
  • Hold Path Class: in2out
## metrics by stage
stage	worst slack (ps)	cell area [µm²]	util [%]
6_report	51.0	7460	42.7
5_1_grt	-28.6	7460	42.7
4_1_cts	-95.6	7110	40.7
3_5_place_dp	-472	7050	40.3
3_3_place_gp	-436	7050	40.3
2_1_floorplan	463	2900	-
## cells in the mapped netlist
cell type | instances | area, µm²
clkbuf_4 | 1 | 7.51
nor2_4 | 1 | 11.3
o21ai_1 | 5 | 25.0
buf_4 | 11 | 82.6
a221oi_1 | 27 | 236
nor2b_1 | 33 | 206
a32o_1 | 27 | 270
mux2i_1 | 96 | 961
o21ai_0 | 27 | 135
buf_6 | 2 | 22.5
and2_1 | 1 | 6.26
nand2b_1 | 6 | 37.5
buf_2 | 16 | 80.1
clkbuf_1 | 18 | 67.6
a211o_1 | 27 | 236
mux4_2 | 5 | 113
mux2_2 | 5 | 56.3
o211ai_1 | 5 | 37.5
nand2_1 | 81 | 304
## metal layers
layer / share of wire (%) / vias up
li1: - / 2261
met1: 40 / 2007
met2: 51 / 194
met3: 7.6 / 8
met4: 0.50 / 0
met5: 0 / -
## what timing repair did
item | CTS | global route
pin swaps | 16 | 41
cloned | 0 | 4
hold buffers | 0 | 0
setup buffers | 0 | 5
resized | 34 | 59
endpoints found under the setup margin | 32 | 23
## power by group through the flow
stage,logic (mW),registers (mW),clock network [mW]
4_1_cts,1.19,0,0
5_1_grt,1.31,0,0
6_report,1.22,0,0
## final cells by class
| type | count | area [µm²] | area share (%) |
|---|---|---|---|
| Multi-Input combinational cell | 346 | 2790 | 37.5 |
| Tap cell | 225 | 282 | 3.78 |
| Timing Repair Buffer | 419 | 4380 | 58.8 |
## kinds of logic (layout without fill, tap and decap cells)
kind of cell           Yosys count  in the layout
AOI/OAI and AO/OA              118            118
buffers and inverters           48            419
muxes                          106            106
and+or+nand+nor                122            122
## final timing paths
path | startpoint | endpoint | slack, ps | cells past startpoint
setup / recovery | Imm_SignExt[28] | MemToReg_Out[28] | 50 | 5
hold / removal | MemToReg[3] | MemToReg_Out[21] | 1590 | 4
## placed cells by master (no fill, tap or decap), drive strengths merged
master / netlist / final
and2: 1 / 1
nand2: 81 / 81
o211ai: 5 / 5
nor2b: 33 / 33
nand2b: 6 / 6
a32o: 27 / 27
clkbuf: 19 / 4
a221oi: 27 / 27
dlygate4sd2: 0 / 11
o21ai: 32 / 32
buf: 29 / 63
clkdlybuf4s50: 0 / 319
mux4: 5 / 5
mux2i: 96 / 96
mux2: 5 / 5
nor2: 1 / 1
dlymetal6s2s: 0 / 22
a211o: 27 / 27
Power figures rest on the tool's default switching activity, not on a simulated workload.
